**design/flow/design.v**
```verilog
module two_dimensional_memory(
	input clk, 
	input rstn,
	input sel,
	input wr,
	input [1:0] address,
	input [15:0] wr_data,
	output [15:0] rd_data
);
reg [15:0] mem [3:0];
integer i;
always @(posedge clk) begin 
if(!rstn) begin 
for(i = 0; i < 4; i = i+1) begin 
	mem[i] <= 0;
end
end
else begin 
if(sel & wr) begin  
mem[address] <= wr_data;
end
else begin 
mem[address] <= mem[address];
end
end
end
assign rd_data = (sel & ~wr) ? mem[address]:0;
endmodule
```
**design/flow/run.sh**
```bash
#!/bin/bash
# OpenROAD 26Q1-2900-gdf79404cd8, Yosys 0.63+post, stock flow scripts
make -C /OpenROAD-flow-scripts/flow DESIGN_CONFIG=/design/flow/config.mk WORK_HOME=/design/flow/orfs finish
```
**design/flow/config.mk**
```make
export PLATFORM = sky130hd
export DESIGN_NAME = two_dimensional_memory
export DESIGN_NICKNAME = two_dimensional_memory
export VERILOG_FILES = /design/flow/design.v
export SDC_FILE = /design/flow/constraint.sdc
export NUM_CORES = 4
export LEC_CHECK = 1
export CORE_UTILIZATION = 40
```
**design/flow/constraint.sdc**
```tcl
current_design two_dimensional_memory

set clk_period 2.0
set clk_io_pct 0.2

create_clock -name clk0 -period $clk_period [get_ports {clk}]

set non_clock_inputs [all_inputs -no_clocks]
set_input_delay [expr $clk_period * $clk_io_pct] -clock clk0 $non_clock_inputs
set_output_delay [expr $clk_period * $clk_io_pct] -clock clk0 [all_outputs]
```
==> metrics.yaml <==
outcome: "finished clean"
fin_crit_ps: 1940
grt_pass1_wl_um: 14400
grt_max_degree: 21
finalSetupViolations: 0
cp_slowest_cell: "dlygate4sd2_1"
regMostFlops: "mem"
holdPathStages: 2
reg2reg_from: "mem[0][15]"
clk_pin_slew_ps: 60
numClockSinks: 64
crit_type: "in -> out"
drc: 0
routedWlPerCell_um: 18.5
cpMostUsedCell: "buf_4"
place_hpwl_um: 5920
slew_viol_final: 0
cts-root-buf: "clkbuf_8"
dp.cells: 461
internal_power_mw: 2.47
worstSetupStartpointType: "input port"
chipArea_sq_um: 8720
finalCritPeriodShare_pct: 96.8
ys_chip_area_sq_um: 3340
ant_nets: 0
layout_top_cells: "71 x buf_4, 64 x edfxtp_1, 44 x a211oi_1"
fin_util_pct: 60.0
port_buffers: 37
core_area_sq_um: 7890
die_w_um: 93.4
crit_path_cell_trace: "buf_4, buf_8, buf_4, mux2i_1, and2_1, a211oi_2, dlygate4sd2_1"
p_leak_nw: 1.91
pre_cts_slack_ps: -312
overflow: 0
p_total_mw: 3.26
syn_area_sq_um: 3340
fin_setup_tns_ps: 0
p_switching_mw: 0.792
tritoncts: "done"
syn_to_final_growth_pct: 41.6
openroad.warnings: 27
largest_reg_flops: 64
r2r_end: "mem[2][15]"
vdd_drop_max_v: 0.000309
clkLatencyLatePin_ps: 340
first_global_vias: 2803
grtUsageTotal_pct: 23.5
fp-row-count: 32
drt-pass1-iter-count: 4
cts_buffers: 9
top_regs: "mem x64"
yosys_cells: 271
drt_wl_total_um: 8940
clk_path_buf_depth: 2
ioPinCount: 38
drt-initial-drc-count: 93
holdCritStartpoint: "mem[1][3]"
hold_path_class: "reg -> reg"
p_seq_share_pct: 49.4
drv_cap: 0
initial_core_util_pct: 42.3
crit_required_ps: 1600
drive_gt1_share_pct: 31.2
yosysSeqAreaShare_pct: 57.5
dieHeight_um: 93.4
nFillCells: 613
p_comb_share_pct: 19.4
hold_viol: 0
sw_frac_of_total_pct: 24.3
ys_warn_count: 1
ctsHoldBuffers: 0
powerDensity_nw_per_um2: 690
holdPathEnd: "mem[3][3]"
worstPathMaxFanout: 7
n_antenna_cell: 0
ys_ff: 64
crit_arrival_ps: 1540
tightestPinTransition_ps: 303
crit_path_end_kind: "primary output"
synth_area_per_cell_sq_um: 12.3
gp_congestion: 0.852
yosysUniqueCellTypes: 20
slew_headroom_pct: 79.2
worst-r2r-cell-count: 4
clkPwrFrac_pct: 31.3
antenna_found_initial: 0
fin_skew_ps: 8.36
r2r_slack_ps: 690
fin_ws_ps: 64.6
cts_max_level: 3
fin_cells: 483
routed_via_density: 5.75
fmax_ghz: 0.517
synth_cells: 271
lay_top_count: "buf_4"
vias: 2778
slowest_delay_ps: 220
how the worst max path moves through the flow:
stage	start	endpoint
after CTS	wr	rd_data[10]
after global routing	address[1]	rd_data[8]
final	address[1]	rd_data[8]
power by group through the flow:
| stage | registers (mW) | logic, mW | clock network (mW) |
|---|---|---|---|
| final | 1.61 | 0.632 | 1.02 |
| after global routing | 1.62 | 0.685 | 1.10 |
| after CTS | 1.61 | 0.617 | 1.04 |
per-stage QoR:
step,instance area [sq um],hold slack (ps)
6_report,4730,721
3_5_place_dp,4380,715
5_1_grt,4730,755
2_1_floorplan,3340,627
4_1_cts,4660,729
3_3_place_gp,4380,697
worst max-delay path: cells and delay by family:
family	cells	cell delay (ps)
mux	1	130
buf+inv	4	640
compound gates	1	170
simple gates	1	180
synthesized netlist by cell type:
master    instances  area share, %
o221ai_1         13            3.4
buf_2             9            1.3
and2_1           14            2.6
buf_4             1           0.22
clkbuf_1         11            1.2
inv_1             2           0.22
o21ai_0           4           0.60
mux2_2            3            1.0
buf_1             1           0.11
mux2i_1          32            9.6
edfxtp_1         64             58
nand2_1           4           0.45
nand3_1          21            3.1
buf_6             1           0.34
nor2b_4           1           0.41
nand2b_1          1           0.19
a211oi_1         58             13
buf_8             2           0.90
nor2_1           26            2.9
o211ai_1          3           0.67
logic make-up after synthesis:
logic type	Yosys count	share of synthesized area (%)
compound gates	78	17.7
simple gates	67	9.74
flops	64	57.5
mux	35	10.6
buf+inv	27	4.38
area by class of cell:
cell class                      count  area (sq um)  share of cell area [%]
Sequential cell                    64          1920                    40.6
Multi-Input combinational cell    180          1360                    28.8
Timing Repair Buffer              119          1130                    23.9
Clock buffer                       11           131                    2.78
Tap cell                          102           128                    2.70
Clock inverter                      5          47.5                    1.01
Inverter                            2          7.51                   0.159
what timing repair did:
item | 4_1_cts | 5_1_grt
buffers inserted | 0 | 5
setup endpoints to repair | 16 | 8
gates cloned | 1 | 0
endpoints found under the hold margin | 0 | 0
gates resized | 34 | 8
routing by layer:
metal,up-vias,global-route usage [%],share of wire (%)
met4,0,4.87,2.6
li1,1303,-,-
met5,-,0,0
met3,26,11.7,10
met1,1307,33.8,42
met2,142,34.3,45
Power and IR drop assume default switching activity.
