==> design/flow/run.sh <==
#!/bin/bash
# OpenROAD 26Q1-2900-gdf79404cd8, Yosys 0.63+post, stock flow scripts
make -C /OpenROAD-flow-scripts/flow DESIGN_CONFIG=/design/flow/config.mk WORK_HOME=/design/flow/orfs finish
==> design/flow/config.mk <==
export PLATFORM = sky130hd
export DESIGN_NAME = counter
export DESIGN_NICKNAME = counter
export VERILOG_FILES = /design/flow/design.v
export SDC_FILE = /design/flow/constraint.sdc
export NUM_CORES = 4
export LEC_CHECK = 1
export CORE_AREA = 10 10 70 70
export DIE_AREA = 0 0 80 80
==> design/flow/constraint.sdc <==
current_design counter

set clk_period 1.3
set clk_io_pct 0.2

create_clock -name clk0 -period $clk_period [get_ports {clk}]

set non_clock_inputs [all_inputs -no_clocks]
set_input_delay [expr $clk_period * $clk_io_pct] -clock clk0 $non_clock_inputs
set_output_delay [expr $clk_period * $clk_io_pct] -clock clk0 [all_outputs]
==> design/flow/design.v <==
module counter(input clk, input rstn, output reg [3:0] op);
always @(posedge clk) begin      
	if(!rstn) begin     
	op <= 0;
	end
	else begin      
	if(op==10) begin      
	op <= 0;
	end else begin     
	op <= op +1;
	end
	end
end
endmodule 
==> run summary <==
Routed wire per std cell = 6.96 um
Max IR drop VDD = 0.173 mV
cells in synth_stat.txt = 19
Sink Count = 4
chip area = 6400 um^2
die x size = 80 um
CP Launch Type = flip-flop
cell count after synthesis = 19
pwr/cell area = 993 nW/um^2
clk slew on worst S/H paths = 30 ps
crit-path cells = buf_4, inv_1, ha_1, nand2_1, o21ai_0, nor2_1
final hold slack = 520 ps
root buffer cell = clkbuf_4
Floorplan Utilization = 0.0513
Tool Warnings = 26
Hold WC Path Type = flip-flop to flip-flop
global route overflow = 0
Worst R2R Start = op[0]$_SDFF_PP0_
CTS tree = yes
Max clock buf depth = 2
I/O Pins = 6
Crit-path slowest cell = dfxtp_2
Fin. Hold Viols = 0
CP bufs+invs = 2
crit-path max FO = 4
# DRC = 0
Top Family by Delay on Critical Path = flip-flops
Total Routing Usage GR = 0.0174
final setup vio count = 0
cell area after synthesis = 175 um^2
kind of critical path = flip-flop to flip-flop
CP Data Arrival Time = 1310 ps
vias in the first global route = 176
number of buffers created by CTS = 3
largest net degree at the start of global routing = 6
total power = 0.000333 W
first-pass GRT wire length = 765 um
initial antenna violation count = 0
#FFs+latches synth = 4
Netlist cell types = 12
area share, top type = 0.457
final worst path period need = 1200 ps
register share after synthesis = 0.457
dpl hpwl = 395 um
final core occ = 0.0982
DRT Pass-1 Iters = 2
unrepaired setup endpoints after global routing = false
status = completed
post-synth top area cell = dfxtp_1
port buffer count = 5
max reg flops = 4
DRT iter0 DRCs = 8
Via density = 2.18
WHS Path Cells = 2
Yosys Chip Area = 175 um^2
Crit Reg-Reg Endpoint = op[0]$_SDFF_PP0_
Final Cycle Share = 0.925
routed vias = 166
Least-Margin Pin Slew = 280 ps
WHS Endpoint = op[0]$_SDFF_PP0_
highest clock rate = 831 MHz
final setup TNS = 0 ps
Hold Buf Count CTS = 0
Late-Pin Clk Latency = 240 ps
H-tree Lvls = 1
Most flops, register = op
# diodes = 0
syn_area_per_cell = 9.22 um^2
Yosys warning total = 1
top cells, area = dfxtp_1 (46%), ha_1 (14%), nand2b_1 (7.1%), nor2_1 (6.4%), a21boi_0 (4.3%)
core area = 3420 um^2
area grow syn2layout = 91.4%
Final ANT Viol Nets = 0
skew final = 5.24 ps
wirelength, routed = 529 um
largest registers = op: 4 flops
Final Max-Slew Violation Tally = 0
max-cap violation count = 0
FF-to-FF path depth = 6
CP peak stage delay = 310 ps
GPL Wtd Cong = 0.679
Lkg Pwr = 0.169 nW
Crit. End Element = flip-flop
layout cells sized above 1 = 0.333
die height = 80 um
Req. time, crit path = 1410 ps
site row count = 21
Worst slew margin = 0.812
min-delay src = op[0]$_SDFF_PP0_
R2R setup slack = 100 ps
-- report_power, final --
part           total [W]  switching [W]  internal [W]
Combinational  0.0000412      0.0000170     0.0000242
Sequential      0.000139     0.00000611      0.000133
Clock           0.000153      0.0000496      0.000103
-- per-layer routing --
metal / global-route usage / share of wire
met5: 0 / 0
met4: 0.00352 / 0
met3: 0.0352 / 0.32
met2: 0.0161 / 0.29
met1: 0.0146 / 0.39
-- layout by cell type, fill, tap and decap left out --
cell | Yosys | routed
a21boi_0 | 1 | 1
and3_1 | 1 | 1
buf_4 | 0 | 3
clkbuf_4 | 0 | 3
clkdlybuf4s50_1 | 0 | 1
dfxtp_2 | 0 | 4
dlygate4sd2_1 | 0 | 2
dlymetal6s2s_1 | 0 | 2
ha_1 | 2 | 2
inv_1 | 1 | 1
nand2_1 | 1 | 1
nand2b_1 | 2 | 2
nand3_1 | 1 | 1
nand3b_1 | 1 | 1
nor2_1 | 3 | 3
o21a_1 | 1 | 1
o21ai_0 | 1 | 1
-- kinds of logic after synthesis --
kind of cell | count (synthesis) | synth area share
adders and majority gates | 2 | 0.143
buffers and inverters | 1 | 0.0214
AOI/OAI and AO/OA | 3 | 0.114
and+or+nand+nor | 9 | 0.264
DFF | 4 | 0.457
-- synthesized netlist by cell type (all sizes together) --
cell type  n
nand3      1
and3       1
o21ai      1
a21boi     1
nand2      1
dfxtp      4
ha         2
inv        1
nand2b     2
nor2       3
o21a       1
nand3b     1
-- cell type report --
type	instances	area, um^2
repair buffers	8	75.1
well taps	46	57.6
multi-input cells	14	91.3
fillers	398	3080
inverters	1	3.75
clock buffers	3	22.5
flip-flops and latches	4	85.1
-- worst reg2reg max path, delay by kind of cell, from the launching register on --
kind | cells | cell delay, ps
compound gates | 1 | 260
flops | 1 | 310
fa+ha+maj | 1 | 180
buf+inv | 2 | 190
simple gates | 2 | 140
-- timing repair --
action                     in CTS  in global routing
resized                         6                  2
buffers inserted                2                  1
setup endpoints to repair       4                  2
-- metrics by stage --
stage,setup slack [ps],area (um^2),std cells
after floorplan,316,175,19
after global placement,134,283,70
after detailed placement,135,283,70
after CTS,3.98,323,75
after global routing,25.9,335,76
final,97.3,335,76
-- worst max path at each step --
stage                    start                to  depth (start not counted)
global route  op[0]$_SDFF_PP0_  op[0]$_SDFF_PP0_                          6
CTS           op[3]$_SDFF_PP0_             op[3]                          1
finish        op[0]$_SDFF_PP0_  op[0]$_SDFF_PP0_                          6
No activity file was given, so power comes from the tool's default toggle rates.
