`/design/flow/design.v`:
```
module sixteen_bit_flop (
	input clk, 
	input rstn,
	input wr, 
	input sel,
	input [15:0] wr_data,
	output [15:0] rd_data
);
	reg [15:0] memory;
	always @(posedge clk) begin 
	if(!rstn) begin 
	memory <= 0;
	end
	else begin 
	if(sel & wr) begin 
	memory <= wr_data;
	end
	else begin 
	memory <= 0;
	end
	end
	end
	assign rd_data = (sel & ~wr) ? memory:0;
endmodule
```
`/design/flow/run.sh`:
```
#!/bin/bash
# OpenROAD 26Q1-2900-gdf79404cd8, Yosys 0.63+post, stock flow scripts
make -C /OpenROAD-flow-scripts/flow DESIGN_CONFIG=/design/flow/config.mk WORK_HOME=/design/flow/orfs finish
```
`/design/flow/config.mk`:
```
export PLATFORM = sky130hd
export DESIGN_NAME = sixteen_bit_flop
export DESIGN_NICKNAME = sixteen_bit_flop
export VERILOG_FILES = /design/flow/design.v
export SDC_FILE = /design/flow/constraint.sdc
export NUM_CORES = 4
export LEC_CHECK = 1
export CORE_AREA = 10 10 71 71
export DIE_AREA = 0 0 81 81
```
`/design/flow/constraint.sdc`:
```
current_design sixteen_bit_flop

set clk_period 1.0
set clk_io_pct 0.2

create_clock -name clk0 -period $clk_period [get_ports {clk}]

set non_clock_inputs [all_inputs -no_clocks]
set_input_delay [expr $clk_period * $clk_io_pct] -clock clk0 $non_clock_inputs
set_output_delay [expr $clk_period * $clk_io_pct] -clock clk0 [all_outputs]
```
==> summary.txt <==
Results of the flow run.

Detailed-route iteration 0 reported a violation count of 23. The compound-gate portion of the synthesized area stands at 0. The leakage power stands at 0.557 nW. The total cells reported by yosys after synthesis stands at 55. The endpoint arrival time on the critical path stands at 0.80 ns.

The cell internal power dissipation stands at 1.05 mW. memory holds more flip-flops than any other register. Per the placement log, port buffering inserted 35 buffers. The clock-pin slew on the worst setup and hold paths stands at 0.06 ns. Counting every instance in the synthesized netlist gives 55. The routed design shows a wire length per standard cell of 14.2 um. The total power consumption of the routed design stands at 1.31 mW.

The slowest stage of the critical path belongs to the cell sky130_fd_sc_hd__dfxtp_1. STA classifies the critical path endpoint as an output port. The total clock sinks stands at 16. Wire segments on met2 add up to 985 um in the final route. The required time at the worst-slack endpoint stands at 0.80 ns. Walking the worst path, the cells encountered are and3b_1, buf_2. The area fraction in mux cells stands at 0.

According to the floorplan report, the total die area is 6560 um^2. The global routing usage summed across all routing layers stands at 0.0606. TritonCTS built the clock tree. Looking at the clock tree report, the H-tree level count equals 1. After detailed routing, the wire length on met1 is 823 um.

The total area inside the core boundary comes to 3630 um^2. Of the synthesized area, sequential elements account for 0.504. The total count of hold-check failures in the final report stands at 0. The CTS buffer count stands at 3. The largest vdd supply drop stands at 0.000298 V. Among the non-sequential cells, simple AND/OR/NAND/NOR gates take the most area.

The number of flip-flops under the largest register name stands at 16. The tool warning count for the run is 27. Synthesis instantiated 5 different standard cells from the library.

The transition time at the pin with the least slew margin stands at 0.139 ns. The delay of the slowest cell on the worst path stands at 0.29 ns. Timing analysis after detailed placement gives a worst setup slack of -0.750 ns.

In this run, the synthesized area fraction spent on adder and majority cells is recorded as 0. The share of total power dissipated in sequential elements is 0.503. The power share of the combinational group stands at 0.143.

The die is 81 um tall. The number of violations of the max-capacitance limit stands at 0. In this run the cell area of the synthesized design comes to 636 um^2.

The remaining routing DRC violations stands at 0. Between the synthesized netlist and the finished layout, the area growth was recorded as 70.5%. After synthesis the netlist holds a flip-flop and latch count of 16.

The cell sitting at the root of the clock tree is a sky130_fd_sc_hd__clkbuf_8. The via count of the first global-routing pass came to 651. Entering global routing, the biggest net connects 17 pins.

The flow ran to the end, and the final reports show no timing, DRC or antenna violations. After detailed routing, the number of vias per cell comes to 4.06. At the floorplan stage, the core utilization is reported as 0.175.

Per the timing report, the biggest fanout along the worst path comes to 1. The largest registers in the layout are memory: 16 flops. The area reported by Yosys stat stands at 636 um^2.

The hold buffer count at CTS stands at 0. The last timing report of the flow puts the setup violation total at 0. The most critical min-delay path falls under in2reg. Per STA, the worst path accumulates the most delay in the family flip-flops. The initial antenna violation count stands at 0.

The post-route worst setup slack stands at 0.000957 ns. The clock share of power stands at 0.355. The combined buffer and inverter count along the critical path stands at 1. Signal routing reaches up to met4. The switching portion of total power comes to 0.198. The power density normalized to cell area stands at 1210 nW/um^2. The number of detailed-route iterations in the first pass stands at 2. The number of placed I/O pins stands at 36. The warning tally printed by Yosys for this design is 1. Looking at the setup timing report, the critical path kind is reg2out.

The number of antenna cells inserted stands at 0. The first global-routing pass estimated 3.19 mm of wire. In this run, the synthesized area fraction spent on xor and xnor cells is recorded as 0. Per the slew report, the remaining headroom to the max-slew limit stands at 0.907. The buffer levels on the longest clock path stands at 2.

Measured along the x axis, the die boundary spans 81 um. The fraction of the mapped netlist area in simple logic gates stands at 0.441. The detailed router reports a met3 wire length of 191 um. Setup repair after global routing could not meet its margin everywhere. The routed via count stands at 581.

The count of antenna-violating nets left after detailed routing stands at 0. In the finished design, the share of the clock period the worst path needs comes to 0.999. The total congestion overflow stands at 0. The net switching power figure stands at 0.260 mW. The final critical-path required period stands at 0.999 ns. The share of post-route cells with drive strength above 1 stands at 0.316. The final count of pins violating max slew stands at 0.

Each instance of the synthesized netlist takes up on average 11.6 um^2. The total detailed-routing wirelength stands at 2.03 mm. The final RePlAce weighted congestion stands at 0.648. The report lists the number of standard-cell rows as 22. For this run the detailed placement stage logged an HPWL of 1.34 mm.

The fmax stands at 1000 MHz. STA classifies the critical path startpoint as a flip-flop.
[cell type report]
| class | instances | area [um^2] |
|---|---|---|
| Timing Repair Buffer | 44 | 382 |
| Sequential cell | 16 | 320 |
| Clock buffer | 3 | 41.3 |
| Multi-Input combinational cell | 32 | 280 |
| Tap cell | 48 | 60.1 |
| Fill cell | 391 | 2550 |
[cell usage after synthesis (all sizes together)]
master / number / area [um^2]
dfxtp: 16 / 320
and3b: 16 / 140
and4: 16 / 140
buf: 6 / 30.0
clkbuf: 1 / 5.00
[cells in the final DEF, fill, tap and decap left out]
| master | instances |
|---|---|
| sky130_fd_sc_hd__and3b_1 | 16 |
| sky130_fd_sc_hd__and4_1 | 16 |
| sky130_fd_sc_hd__buf_12 | 1 |
| sky130_fd_sc_hd__buf_2 | 19 |
| sky130_fd_sc_hd__buf_4 | 2 |
| sky130_fd_sc_hd__buf_6 | 3 |
| sky130_fd_sc_hd__buf_8 | 1 |
| sky130_fd_sc_hd__bufbuf_16 | 1 |
| sky130_fd_sc_hd__clkbuf_8 | 3 |
| sky130_fd_sc_hd__clkdlybuf4s50_1 | 17 |
| sky130_fd_sc_hd__dfxtp_1 | 16 |
[power by group through the flow]
| stage | registers (mW) | logic (mW) | clock network [mW] |
|---|---|---|---|
| after CTS | 0.658 | 0.197 | 0.481 |
| after global routing | 0.659 | 0.206 | 0.518 |
| final | 0.658 | 0.187 | 0.465 |
[final timing paths]
kind                  startpoint           to  slack (ns)  cells after the start
worst min-delay path          wr   memory[11]        0.37                      3
worst max-delay path  memory[12]  rd_data[12]       0.001                      2
[tightest hold or removal path, stage by stage]
cell and delay (ns):
sky130_fd_sc_hd__buf_8 0.10, sky130_fd_sc_hd__buf_6 0.11, sky130_fd_sc_hd__and4_1 0.16
[repair_timing]
action	in CTS	in global routing
gates cloned	4	0
pin swaps	12	3
gates resized	64	0
setup buffers	1	0
endpoints found under the setup margin	20	16
[per-layer routing]
| layer | track usage | vias up |
|---|---|---|
| li1 | - | 288 |
| met1 | 0.0710 | 272 |
| met2 | 0.103 | 19 |
| met3 | 0.0245 | 2 |
| met4 | 0.0121 | 0 |
| met5 | 0 | - |
[per-stage QoR]
stage | area [um^2] | std cells | TNS (ns) | utilization | hold WS (ns)
2_1_floorplan | 636 | 55 | 0 | - | 0.382
4_1_cts | 1090 | 144 | -0.148 | 0.301 | 0.423
6_report | 1080 | 143 | 0 | 0.298 | 0.366
3_3_place_gp | 1060 | 136 | -13.98 | 0.292 | 0.833
5_1_grt | 1080 | 143 | -0.507 | 0.298 | 0.374
3_5_place_dp | 1060 | 136 | -14.64 | 0.292 | 0.832
[cell families after synthesis]
family	count (synthesis)
buf+inv	7
flops	16
simple gates	32
Power and IR drop assume default switching activity.
